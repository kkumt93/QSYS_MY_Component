--- flow/design.v ---
module AvalonMM_Slave(
  input wire reset,
  input wire clk,
  input wire[3:0] address,
  input wire read,
  output reg[31:0] readdata,
  input wire write,
  input wire [31:0] writedata
);
reg [31:0] Mem [3:0];
always@(posedge clk,posedge reset) begin
  if (reset) begin
  end
  else begin
    if (write) begin
      Mem[address] <= writedata;
    end
  end
end
always@(posedge clk,posedge reset) begin
  if (reset) begin
  end
  else begin
    if (read) begin
      readdata <= Mem[address];
    end
  end
end
endmodule
--- flow/constraint.sdc ---
current_design AvalonMM_Slave

set clk_period 9.9
set clk_io_pct 0.2

create_clock -name clk0 -period $clk_period [get_ports {clk}]

set non_clock_inputs [all_inputs -no_clocks]
set_input_delay [expr $clk_period * $clk_io_pct] -clock clk0 $non_clock_inputs
set_output_delay [expr $clk_period * $clk_io_pct] -clock clk0 [all_outputs]
--- flow/run.sh ---
#!/bin/bash
# OpenROAD 26Q1-2900-gdf79404cd8, Yosys 0.63+post, stock flow scripts
make -C /OpenROAD-flow-scripts/flow DESIGN_CONFIG=/design/flow/config.mk WORK_HOME=/design/flow/orfs finish
--- flow/config.mk ---
export PLATFORM = sky130hd
export DESIGN_NAME = AvalonMM_Slave
export DESIGN_NICKNAME = AvalonMM_Slave
export VERILOG_FILES = /design/flow/design.v
export SDC_FILE = /design/flow/constraint.sdc
export NUM_CORES = 4
export LEC_CHECK = 1
export CORE_UTILIZATION = 50
==> flow_summary.ini <==
; physical design summary
[logic_synthesis]
synthCells = 205
ys_area_mm2 = 0.00567
ys_warn_count = 2
yosys.area.top_type_share = 0.848
area_leaders = edfxtp_1 85%, mux4_2 11%, mux4_1 1.9%
ys_seq_frac = 0.848
synthesis.area_mm2 = 0.00567
synth_flops = 160
ys_cells = 205
largest_area_cell = edfxtp_1
ys_types = 10
avgSynthCellArea_um2 = 27.6

[cts]
cts_buffer_depth = 2
cts.htree.levels = 4
ctsHoldBuffers = 0
cts_setup_buffers = 0
cts_tree = built
root_buffer = clkbuf_16
clkTransAtPathRegs_ns = 0.06
post_cts_resized = 0
clock_latency_ns = 0.41
cts_made_buffers = 17
cts.sinks = 160

[flow_run]
maxCapViolCount = 0
warning_count = 27

[final_layout]
flop_area_mm2 = 0.00480
drive_above_1_share = 0.235
final-comb-area_um2 = 826
nFillCells = 723
final_area_mm2 = 0.00720
syn_to_final_growth_pct = 27.0

[grt]
grt_antenna_before_repair = 0
grt_pass1_wl_um = 13600
grt_usage = 0.184
grt_max_degree = 37
first_global_vias = 2601
grt-ovfl-total = 0

[setup_path]
required_ns = 9.97
start_kind = input port
critical_path.max_fanout = 36
startpoint = address[0]
reg2reg_slack_ns = 8.78
r2r_start = Mem[2][26]$_DFFE_PP_
crit_type = in -> reg
end_kind = flip-flop
worstPathArrival_ns = 3.87

[pwr]
peakVddDrop_mv = 0.157
powerDensity_mw_per_mm2 = 215
leakage_nw = 2.36

[detailed_routing]
vias_per_cell = 5.42
wire_per_inst_um = 19.9
num_vias = 2418
drc_errors = 0
ant_nets = 0
drt-initial-drc-count = 110
drt_first_pass_iters = 4
wirelength_um = 8870
antenna-diode-count = 0

[final_timing]
slew_viol_final = 0
period_minus_slack_ns = 3.80
relSlewSlack = 0.499
clock_skew_ns = 0.00556
setup_viol_count_final = 0
rsz0062_at_grt = no
max_freq_ghz = 0.263
worstMarginPinSlew_ns = 0.750
final.setup.tns_ns = 0
fin_ws_ns = 6.10
finalHoldViolCount = 0
fin_crit_sh = 0.384

[floorplanning]
initial_utilization = 0.518
io_pins = 72
die_y_um = 108
core_region_area_mm2 = 0.0109
num_rows = 38
fp.dieW_um = 108
die_area_mm2 = 0.0118

[worst_hold_path]
timing.hold.worst.start = Mem[0][31]$_DFFE_PP_
hp-class = reg -> reg

[placed_design]
place_area_mm2 = 0.00655
pre_cts_ws_ns = 5.62
io_buffers = 69
place.gp.congestion = 0.705

[status]
status = complete, no violations
## area by class of cell
type | instances | area share
multi-input combinational | 37 | 0.115
tap | 140 | 0.0243
clock inverter | 12 | 0.0297
sequential | 160 | 0.668
clock buffer | 20 | 0.0607
timing repair buffer | 77 | 0.103
## cell families after synthesis
group,Yosys count,synth area share
flip-flops,160,0.848
multiplexers,32,0.130
buffers and inverters,8,0.0146
AND/OR/NAND/NOR,5,0.00795
## report_power, final
| group | switching (mW) | leakage, nW | internal [mW] | total (mW) |
|---|---|---|---|---|
| Combinational | 0.0273 | 0.572 | 0.0381 | 0.0654 |
| Sequential | 0.00491 | 1.46 | 0.771 | 0.776 |
| Clock | 0.237 | 0.322 | 0.471 | 0.708 |
| Total | 0.270 | 2.36 | 1.28 | 1.55 |
## critical path, cell delays in order
cell	delay, ns
buf_2	0.08
buf_4	0.55
nor4bb_4	0.74
buf_4	0.48
## flip-flops by register name, summed over array words and instances (netlist names)
signal,flops
readdata,32
Mem,128
## Yosys cell counts
master    count
nor4bb_1      2
buf_2         4
nor4b_1       1
edfxtp_1    160
mux4_2       28
buf_6         2
and4b_1       1
nor2b_1       1
buf_12        2
mux4_1        4
## through the flow
step	instances	hold slack (ns)	util	total power, mW
floorplan	205	0.593	-	0.820
global placement	414	0.599	0.599	0.856
detailed placement	414	0.615	0.599	0.857
CTS	446	0.622	0.658	1.57
global route	446	0.633	0.658	1.60
finish	446	0.623	0.658	1.55
## cell usage in the layout, fill, tap and decap left out
cell | netlist | layout
and4b_2 | 0 | 1
buf_2 | 4 | 2
buf_4 | 0 | 8
bufinv_16 | 0 | 6
clkbuf_1 | 0 | 3
clkbuf_16 | 0 | 17
clkdlybuf4s50_1 | 0 | 67
clkinv_2 | 0 | 5
clkinv_4 | 0 | 1
edfxtp_1 | 160 | 160
mux4_1 | 4 | 4
mux4_2 | 28 | 28
nor2b_4 | 0 | 1
nor4b_2 | 0 | 1
nor4bb_4 | 0 | 2
## path summary, 6_finish.rpt
check / to / cells past startpoint
setup / recovery: Mem[1][13]$_DFFE_PP_ / 4
hold / removal: readdata[31]$_DFFE_PP_ / 1
setup reg to reg: readdata[26]$_DFFE_PP_ / 1
hold reg to reg: readdata[31]$_DFFE_PP_ / 1
## metal layers
metal  wire (um)  global-route usage
met5           0                   0
met3        1000               0.106
met1        3400               0.312
met4         114              0.0241
met2        4350               0.257
Power and IR drop assume default switching activity.

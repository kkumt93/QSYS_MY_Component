<file path="./run.sh">
#!/bin/bash
# OpenROAD 26Q1-2900-gdf79404cd8, Yosys 0.63+post, stock flow scripts
make -C /OpenROAD-flow-scripts/flow DESIGN_CONFIG=/design/flow/config.mk WORK_HOME=/design/flow/orfs finish
</file>
<file path="./config.mk">
export PLATFORM = sky130hd
export DESIGN_NAME = median_1x9
export DESIGN_NICKNAME = median_1x9
export VERILOG_FILES = /design/flow/design.v
export SDC_FILE = /design/flow/constraint.sdc
export NUM_CORES = 4
export LEC_CHECK = 1
export CORE_UTILIZATION = 50
</file>
<file path="./constraint.sdc">
current_design median_1x9

set clk_period 1.1
set clk_io_pct 0.2

create_clock -name clk0 -period $clk_period [get_ports {clk}]

set non_clock_inputs [all_inputs -no_clocks]
set_input_delay [expr $clk_period * $clk_io_pct] -clock clk0 $non_clock_inputs
set_output_delay [expr $clk_period * $clk_io_pct] -clock clk0 [all_outputs]
</file>
<file path="./design.v">
module median_1x9(
	input wire 			clk,
	input wire          reset,
	input wire       	Cam_enable_in,
	output wire         Cam_enable_out,
	input wire  [9:0]  	CamHsync_count_in,
	output wire [9:0]	CamHsync_count_out,
	input wire  [10:0] 	CamPix_count_in,
	output wire [10:0] 	CamPix_count_out,
	input wire 	[15:0]	data_in,
	output wire	[15:0]	data_out
	);
	reg  [8:0]   Cam_enable_delay;
	reg  [8:0] 	 data_delay; 
	reg  [89:0]  CamHsync_count_delay;
	reg  [98:0]  CamPix_count_delay;
	always @(negedge clk or posedge reset) begin
		if (reset ==1) begin
			Cam_enable_delay <= 0;
		end	else begin
			Cam_enable_delay <= {Cam_enable_in,Cam_enable_delay[8:1]};
		end
	end
	always @(negedge clk or posedge reset) begin
		if (reset == 1) begin
			CamHsync_count_delay <= 0;
		end	else begin
			CamHsync_count_delay <= {CamHsync_count_in,CamHsync_count_delay[89:10]};
		end
	end
	always @(negedge clk or posedge reset) begin
		if (reset ==1) begin
			CamPix_count_delay <= 0;
		end else begin
			CamPix_count_delay <= {CamPix_count_in,CamPix_count_delay[98:11]};			
		end
	end
	always @(negedge clk or posedge reset) begin
		if (reset == 1) begin
			data_delay <= 0;
		end else begin
			data_delay <= {data_in[15],data_delay[8:1]};
		end 
	end
	assign data_out = (data_delay[8]+data_delay[7]+data_delay[6]+data_delay[5]+data_delay[4]+data_delay[3]+data_delay[2]+data_delay[1]+data_delay[0] == 9) ? 16'hffff : 16'h0000;
	assign Cam_enable_out = Cam_enable_delay[0];
	assign CamHsync_count_out = CamHsync_count_delay[9:0];
	assign CamPix_count_out = CamPix_count_delay[10:0];
endmodule
</file>
==> impl_metrics.yaml <==
# synthesis and place-and-route metrics
outcome:
  outcome: "finished, violations left"
  violated_checks: "setup timing"
worst_setup_path:
  critical_path_required_ns: 0.88
  timing.critical_path.from_type: "flip-flop"
  crit_path_frequent_cell: "fa_1"
  critical-path-slowest-cell: "fa_1"
  setup.worst_path.end_class: "output pin"
  worst_path_max_fanout: 4
  crit_path_max_incr_delay_ns: 0.53
  worstPathArrival_ns: 4.29
  timing.critical_path.cells: "fa_1 > inv_1 > fa_1 > fa_1 > fa_2 > fa_1 > o2111a_2 > buf_6 > buf_6 > buf_6"
  critical_setup_path_kind: "reg -> out"
sta:
  tightestPinTransition_ns: 0.272
  final_worst_hold_slack_ns: 0.288
  timing.max_slew.rel_slack: 0.819
  setup-violations-final: 38
  rsz0062_at_grt: "true"
  final.setup_skew_ns: 0.00682
  postLayoutSetupSlackWorst_ns: -3.41
  hold_viol: 0
  report.final.slew_viol_count: 0
cts:
  cts-root-to-sink-buffers: 3
  clock-sinks: 207
  cts.htree.levels: 1
  cts-root-buf: "clkbuf_16"
  numCtsBuffers: 20
  tritoncts: "done"
  clkLatencyLatePin_ns: 0.49
  clk_pin_slew_ns: 0.05
route:
  wirelength_mm: 5.73
  first_iter_violations: 42
  route.detailed.vias_per_inst: 4.16
  dr_total_vias: 2028
  ant_nets: 0
  drc_errors: 0
  insertedDiodeCount: 0
  routed_wire_length_per_instance_um: 11.7
  drt-pass1-iter-count: 3
floorplan:
  number_of_i_o_pins: 78
  die_size_um2: 11700
  rows: 38
  fp-utilization: 0.516
  chipWidth_um: 108
  fp.coreArea_um2: 10900
  die_height_um: 108
layout:
  layout-drive-gt1-share: 0.267
  most-common-layout-cells: "dfrtn_1, buf_2, clkdlybuf4s50_1"
  layoutNonFillerInstCount: 488
  area_delta_synth_final_pct: 23.7
  layout_top_cell_excl_fill_tap: "dfrtn_1"
  final_area_um2: 6970
logic_synthesis:
  post_synth.cell_area_avg_um2: 21.4
  synth.yosys.num_cells: 264
  yosysChipArea_um2: 5640
  mappedNetlistArea_um2: 5640
  synth_cells: 264
  yosys_warnings: 1
  synth-seq-cells: 207
  yosys.stat.seqShare: 0.919
  yosys_cell_types: 8
placed_design:
  dp.cells: 447
  place.gp.congestion: 0.677
  count_of_buffers_inserted_at_the_top_level_ports: 62
  dpl-instance-area_um2: 6410
  hpwl_mm: 2.92
job:
  openroad.warnings: 43
  max_cap_violations: 0
global_routing:
  via_count_of_the_first_global_routing_pass: 2166
  grt_util_overall: 0.119
  grt_first_pass_wirelength_mm: 10.1
  grt_antenna_before_repair: 0
  grt_start_max_net_pins: 23
  grt_overflow_total: 0
worst_hold_path:
  hold_class: "reg -> reg"
power:
  power.density_cell_area_nw_per_um2: 2170
  worst_ir_drop_vdd_mv: 1.28
  p_leak_nw: 3.28
-- through the flow --
stage / utilization / TNS [ns] / setup slack [ns] / power (W)
2_1_floorplan: - / -506.65 / -2.75 / 0.00858
3_3_place_gp: 0.586 / -129.31 / -3.18 / 0.00887
3_5_place_dp: 0.586 / -130.02 / -3.21 / 0.00890
4_1_cts: 0.636 / -70.61 / -3.59 / 0.0153
5_1_grt: 0.638 / -69.66 / -3.50 / 0.0158
6_report: 0.638 / -67.12 / -3.41 / 0.0151
-- critical path: cells and delay by family (launching register included) --
family	cells	cell delay, ns
flip-flops	1	0.34
AND-OR/OR-AND	1	0.26
buffers and inverters	4	0.32
adder cells (fa/ha/maj)	5	2.34
-- cell usage after synthesis --
cell type  number  area (µm²)
fa_1            5         100
inv_1          11        41.3
dfrtn_1       207        5180
buf_4          36         270
nor2_1          1        3.75
nor2b_1         1        6.26
o2111a_1        1        11.3
ha_1            2        25.0
-- report_power, final --
group          switching [W]  leakage (nW)  internal, W  total, W
clock                0.00251         0.316      0.00382   0.00632
sequential          0.000100          2.41      0.00807   0.00817
combinational       0.000285         0.550     0.000321  0.000606
total                0.00289          3.28       0.0122    0.0151
-- registers in the layout, summed over array words and instances, names as in the netlist --
signal                count
CamPix_count_delay       99
Cam_enable_delay          9
data_delay                9
CamHsync_count_delay     90
-- cell type report --
class                      instances  area, µm²
clock buffer                      31        612
clock inverter                     3       26.3
inverter                          11       45.0
timing repair buffer              85        769
fill                             763       3960
tap                              140        175
sequential                       207       5180
multi-input combinational         11        165
-- metal layers --
layer | vias to the layer above | global-route usage | wire length [µm]
met1 | 1016 | 0.217 | 2610
li1 | 922 | - | -
met5 | - | 0 | 0
met2 | 75 | 0.157 | 2520
met4 | 0 | 0.0313 | 128
met3 | 15 | 0.0350 | 478
-- worst paths after layout --
path	end	depth (start not counted)	start	slack [ns]
worst max-delay path	data_out[8]	10	data_delay[0]$_DFF_NP0_	-3.41
worst min-delay path	CamHsync_count_delay[28]$_DFF_NP0_	0	CamHsync_count_delay[38]$_DFF_NP0_	0.29
worst max register to register	data_delay[3]$_DFF_NP0_	1	data_delay[4]$_DFF_NP0_	0.47
worst min register to register	CamHsync_count_delay[28]$_DFF_NP0_	0	CamHsync_count_delay[38]$_DFF_NP0_	0.29
max in group asynchronous	CamHsync_count_delay[65]$_DFF_NP0_	4	reset	0.19
min in group asynchronous	CamHsync_count_delay[4]$_DFF_NP0_	3	reset	0.57
-- kinds of logic after synthesis --
| logic type | after synthesis | share of synthesized area |
|---|---|---|
| AOI/OAI and AO/OA | 1 | 0.00200 |
| DFF | 207 | 0.919 |
| and+or+nand+nor | 2 | 0.00178 |
| adders and majority gates | 7 | 0.0222 |
| buffers and inverters | 47 | 0.0553 |
-- what timing repair did --
item,in CTS,in global routing
endpoints found under the setup margin,38,38
setup buffers,6,0
hold buffers,0,0
gates resized,115,5
gates cloned,1,0
pin swaps,6,7
Power is estimated from default activity; no workload was simulated.
